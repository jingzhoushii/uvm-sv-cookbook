==> design/flow/config.mk <==
export PLATFORM = sky130hd
export DESIGN_NAME = simple_bus
export DESIGN_NICKNAME = simple_bus
export VERILOG_FILES = /design/flow/design.v
export SDC_FILE = /design/flow/constraint.sdc
export NUM_CORES = 4
export LEC_CHECK = 1
export CORE_UTILIZATION = 40
export SYNTH_MEMORY_MAX_BITS = 65536
==> design/flow/constraint.sdc <==
current_design simple_bus

set clk_period 39.3
set clk_io_pct 0.2

create_clock -name clk0 -period $clk_period [get_ports {clk}]

set non_clock_inputs [all_inputs -no_clocks]
set_input_delay [expr $clk_period * $clk_io_pct] -clock clk0 $non_clock_inputs
set_output_delay [expr $clk_period * $clk_io_pct] -clock clk0 [all_outputs]
==> design/flow/design.v <==
`timescale 1ns/1ps
module simple_bus #(
    parameter ADDR_WIDTH = 32,
    parameter DATA_WIDTH = 32
) (
    input  wire                  clk,
    input  wire                  rst_n,
    input  wire [ADDR_WIDTH-1:0] waddr,
    input  wire [DATA_WIDTH-1:0] wdata,
    input  wire                  wr_en,
    output reg                   wr_ready,
    input  wire [ADDR_WIDTH-1:0] raddr,
    input  wire                  rd_en,
    output reg  [DATA_WIDTH-1:0] rdata,
    output reg                   rd_ready,
    output reg  [7:0]           state
);
    typedef enum logic [7:0] {
        IDLE     = 8'h00,
        WRITE    = 8'h01,
        READ     = 8'h02,
        DONE     = 8'h03
    } bus_state_e;
    bus_state_e current_state, next_state;
    reg [DATA_WIDTH-1:0] mem [0:255];
    always @(posedge clk or negedge rst_n) begin
        if (!rst_n) begin
            current_state <= IDLE;
            state <= 8'h00;
        end else begin
            current_state <= next_state;
            state <= current_state;
        end
    end
    always_comb begin
        next_state = current_state;
        wr_ready = 1'b0;
        rd_ready = 1'b0;
        rdata = 32'h0;
        case (current_state)
            IDLE: begin
                if (wr_en) begin
                    next_state = WRITE;
                end else if (rd_en) begin
                    next_state = READ;
                end
            end
            WRITE: begin
                wr_ready = 1'b1;
                next_state = DONE;
            end
            READ: begin
                rd_ready = 1'b1;
                rdata = mem[raddr[7:0]];
                next_state = DONE;
            end
            DONE: begin
                next_state = IDLE;
            end
            default: begin
                next_state = IDLE;
            end
        endcase
    end
    always @(posedge clk) begin
        if (wr_ready && wr_en) begin
            mem[waddr[7:0]] <= wdata;
        end
    end
endmodule : simple_bus
==> design/flow/run.sh <==
#!/bin/bash
# OpenROAD 26Q1-2900-gdf79404cd8, Yosys 0.63+post, stock flow scripts
make -C /OpenROAD-flow-scripts/flow DESIGN_CONFIG=/design/flow/config.mk WORK_HOME=/design/flow/orfs finish
==> reports/qor.yml <==
cts:
  cts_inserted_buffers: 813
  cts_buffer_depth: 4
  insertion_delay_ns: 1.15
  cts_sinks: 8196
  post_cts_buffers: 0
  clk_pin_slew_ns: 0.06
  cts_resized: 0
  cts-hold-fix-buffers: 0
  cts-root-buf: "clkbuf_16"
  h-tree-depth: 6
  cts_tree: "built"
run_status:
  status: "complete, no violations"
logic_synthesis:
  ys_warn_count: 1
  synthesis.area_um2: 317000
  synth-edff-count: 8192
  avgSynthCellArea_um2: 22.2
  top_cells_by_area: "edfxtp_1 (78%), mux4_2 (11%), mux2i_1 (3.1%), o221ai_1 (0.93%), mux4_1 (0.82%)"
  yosysChipArea_um2: 317000
  syn_inst: 14298
  synthFlopType: "edfxtp_1"
  netlist_top_cells_count: "edfxtp_1 (8192), mux4_2 (1586), mux2i_1 (976)"
  top_cell: "edfxtp_1"
  synth.top_cell.area_share: 0.776
  ys_seq_elements: 8196
  async_flop_share: 0.000488
  top_area_cell: "edfxtp_1"
  yosysUniqueCellTypes: 99
  ys_seq_share: 0.776
  ys_cells: 14298
sta:
  timing.hold.ws_ns: 0.451
  finalSetupViolCount: 0
  finalSetupTns_ns: 0
  finClkSkew_ns: 0.0679
  rsz0062_at_grt: "no"
  relSlewSlack: 0.138
  final_hold_viol_count: 0
  period_used_share: 0.613
  period_minus_slack_ns: 24.10
  fmax_ghz: 0.0415
  slew_viol_final: 0
  worst_pin_slew_ns: 1.29
critical_path:
  arrival_ns: 16.24
  rr_worst_depth: 8
  crit_chain: "buf_16 > buf_4 > buf_4 > buf_4 > buf_4 > buf_12 > buf_4 > buf_4 > buf_4 > mux4_2 > o22ai_1 > nor3_1 > nor3_1 > buf_4 > o32ai_1 > buf_4 > clkdlybuf4s50_1"
  crit_path_end: "rdata[25]"
  critPathMaxFanout: 73
  crit_top_cell: "buf_4"
  critical_path.endpoint_type: "output pin"
  cp_num_cells: 17
  rrSetupSlack_ns: 35.25
  critPathKind: "in2out"
  crit_family: "buffers and inverters"
  cp-startpoint: "raddr[0]"
  max_stage_delay_ns: 0.77
  regToRegEndpoint: "mem[245][4]"
  start_kind: "primary input"
  r2r-start: "current_state[1]"
  crit_buf_inv: 12
  cpMaxStageDelayCell: "nor3_1"
  required_ns: 31.44
floorplan:
  fp-row-count: 326
  die.size.x_um: 892
  die_h_um: 892
  coreArea_um2: 789000
  die_area_um2: 796000
  ios: 142
  fp-utilization: 0.402
grt:
  grt_pass1_wl_um: 1310000
  grt_max_degree: 105
  antenna_found_initial: 65
  grt.overflow.total: 0
  grt_pass1_vias: 168172
  gr-usage-all-layers: 0.262
final_layout:
  area_delta_synth_final_pct: 13.4
  drive_gt1_frac: 0.250
  stdcell_count: 26531
  nFillCells: 64289
  fin_area_um2: 360000
power:
  ir_drop_v: 0.0000477
  power.leakage_nw: 112
  power_frac_comb: 0.062
  p_clk_frac: 0.411
  p_sw_mw: 4.10
  power.density_nw_per_um2: 50.8
  seqPwrFrac: 0.527
  power.internal_mw: 14.2
  sw_frac_of_total: 0.225
drt:
  ant_nets: 0
  dr.pass1.iters: 7
  vias: 155456
  drt_drc_violations_left: 0
  via_per_inst: 5.86
  wl_per_cell_um: 35.7
  wl_um: 948000
  dr.first_iter.drc_count: 10792
place:
  portBuffers: 87
  dp.cells: 24947
  detailed_place_hpwl_um: 550000
  globalplace.congestion: 0.906
  placed_area_um2: 334000
hold_path:
  hold_class: "reg2reg"
job:
  log.warning_count: 82
  maxCapViolations: 0
==> placed cells by master (no fill, tap or decap), types with 17 or more instances in the layout <==
master	Yosys	routed
o211ai_1	21	21
o21ai_0	137	135
mux2i_1	976	976
o221ai_1	335	335
nand4_1	40	40
buf_8	91	35
nor2_4	0	260
nor2b_1	26	22
nor4_1	24	17
and2_1	24	23
mux4_2	1586	1586
bufinv_16	0	51
a21oi_1	253	253
a2111oi_0	21	17
clkinv_16	0	27
a31oi_1	39	39
clkdlybuf4s50_1	0	48
clkinv_1	0	223
clkbuf_16	0	818
mux4_1	99	99
a211oi_1	60	56
buf_12	40	18
nand3_1	127	110
mux2_2	20	20
nand2_1	221	210
nor3_1	142	136
o22ai_1	285	285
diode_2	0	79
nor2_1	394	128
a211o_1	18	18
clkbuf_1	178	223
edfxtp_1	8192	8192
clkinv_2	0	110
a22oi_1	155	155
buf_4	131	894
==> cells by family (layout without fill, tap and decap cells) <==
logic type	after synthesis	count (layout)	share of synthesized area
adders and majority gates	4	4	0.000158
other	1	85	0.0000118
and+or+nand+nor	1073	1073	0.0155
buffers and inverters	858	2511	0.0229
AOI/OAI and AO/OA	1484	1484	0.0330
muxes	2682	2682	0.152
DFF	8196	8196	0.776
==> registers in the layout, summed over array words and instances (netlist names) <==
name and count:
current_state 2, mem 8192, state 2
==> power groups by stage <==
stage	clock, mW	sequential, mW	combinational (mW)
CTS	7.60	9.63	1.12
global route	7.92	9.63	1.19
finish	7.50	9.63	1.12
==> area by class of cell <==
class	count	area [µm²]	area share
diodes	79	198	0.000550
clock buffers	1041	21300	0.0593
clock inverters	464	4370	0.0122
inverters	7	46.3	0.000129
multi-input cells	5249	66300	0.184
flip-flops and latches	8196	246000	0.684
well taps	10496	13100	0.0365
repair buffers	999	8140	0.0226
==> how the worst min path moves through the flow <==
stage | from | to | slack, ns | cells after the start
final | current_state[1] | state[1] | 0.45 | 0
after global routing | current_state[1] | state[1] | 0.47 | 0
after CTS | current_state[1] | state[1] | 0.46 | 0
==> per-stage QoR <==
step	setup slack (ns)	utilization	power [mW]
6_report	15.20	0.456	18.3
5_1_grt	14.56	0.456	18.7
4_1_cts	15.00	0.456	18.3
3_5_place_dp	15.03	0.423	10.9
3_3_place_gp	15.07	0.423	10.9
2_1_floorplan	21.52	-	10.3
==> metal layers <==
| layer | vias up | routed length [µm] | part of all wire | global-route usage |
|---|---|---|---|---|
| li1 | 63171 | - | - | - |
| met1 | 78525 | 269000 | 0.28 | 0.276 |
| met2 | 11865 | 421000 | 0.44 | 0.358 |
| met3 | 1791 | 213000 | 0.22 | 0.259 |
| met4 | 104 | 42700 | 0.045 | 0.0891 |
| met5 | - | 3370 | 0.0035 | 0.0264 |
==> worst reg2reg max path, stage by stage (launching register included) <==
cell	delay (ns)
dfrtp_1	0.41
inv_1	0.11
ha_1	0.18
and2_2	0.15
buf_4	0.44
nand3_4	0.53
buf_4	0.47
nor2_4	0.79
buf_4	0.53
No activity file was given, so power comes from the tool's default toggle rates.
