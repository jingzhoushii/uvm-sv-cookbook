$ cat ./run.sh
#!/bin/bash
# OpenROAD 26Q1-2900-gdf79404cd8, Yosys 0.63+post, stock flow scripts
make -C /OpenROAD-flow-scripts/flow DESIGN_CONFIG=/design/flow/config.mk WORK_HOME=/design/flow/orfs finish
$ cat ./constraint.sdc
current_design simple_alu

set clk_period 2.2
set clk_io_pct 0.2

create_clock -name clk0 -period $clk_period [get_ports {clk}]

set non_clock_inputs [all_inputs -no_clocks]
set_input_delay [expr $clk_period * $clk_io_pct] -clock clk0 $non_clock_inputs
set_output_delay [expr $clk_period * $clk_io_pct] -clock clk0 [all_outputs]
$ cat ./design.v
`timescale 1ns/1ps
module simple_alu #(
    parameter DATA_WIDTH = 32
) (
    input  wire                  clk,
    input  wire                  rst_n,
    input  wire [DATA_WIDTH-1:0] a,
    input  wire [DATA_WIDTH-1:0] b,
    input  wire [3:0]            opcode,
    input  wire                  enable,
    output reg  [DATA_WIDTH-1:0] result,
    output reg                   zero,
    output reg                   overflow
);
    typedef enum logic [3:0] {
        ADD  = 4'h0,
        SUB  = 4'h1,
        AND  = 4'h2,
        OR   = 4'h3,
        XOR  = 4'h4,
        SLL  = 4'h5,
        SRL  = 4'h6,
        SRA  = 4'h7
    } opcode_e;
    always @(posedge clk or negedge rst_n) begin
        if (!rst_n) begin
            result   <= 32'h0;
            zero     <= 1'b1;
            overflow <= 1'b0;
        end else if (enable) begin
            case (opcode)
                ADD: begin
                    result   <= a + b;
                    overflow <= (a[31] & b[31] & ~result[31]) ||
                               (~a[31] & ~b[31] & result[31]);
                end
                SUB: begin
                    result   <= a - b;
                    overflow <= (a[31] & ~b[31] & ~result[31]) ||
                               (~a[31] & b[31] & result[31]);
                end
                AND: result <= a & b;
                OR:  result <= a | b;
                XOR: result <= a ^ b;
                SLL: result <= a << b[4:0];
                SRL: result <= a >> b[4:0];
                SRA: result <= $signed(a) >>> b[4:0];
                default: result <= 32'h0;
            endcase
            zero <= (result == 32'h0);
        end
    end
endmodule : simple_alu
$ cat ./config.mk
export PLATFORM = sky130hd
export DESIGN_NAME = simple_alu
export DESIGN_NICKNAME = simple_alu
export VERILOG_FILES = /design/flow/design.v
export SDC_FILE = /design/flow/constraint.sdc
export NUM_CORES = 4
export LEC_CHECK = 1
export CORE_UTILIZATION = 50
==> results.yml <==
# physical design summary
status:
  status: "aborted with a tool error"
  stop_stage: "global routing (5_1_grt)"
  firstError: "[ERROR GRT-0232] Routing congestion too high. Check the congestion heatmap in the GUI."
logic_synthesis:
  avgSynthCellArea_sq_um: 7.07
  edf_count: 0
  top_area_frac: 0.139
  top_area_cell: "ha_1"
  ys_types: 75
  ys_seq_share: 0.0955
  synth.most_common_cell: "nor2_1"
  yosys_most_used_dff: "dfrtp_1"
  synth_warnings: 1
  synth_area_sq_um: 8920
  ys_cells: 1261
  syn_inst: 1261
  synthArstFlopShare: 1.00
  ys_area_sq_um: 8920
  ys_top_cells_by_count: "133 x nor2_1, 132 x nand2_1, 119 x a21oi_1"
  ys.flops: 34
  topCellsByArea: "ha_1 14%, dfrtp_1 9.3%, mux2i_1 8.3%"
floorplan:
  ioPinCount: 105
  fp.dieH_microns: 136
  rows: 48
  die_w_microns: 136
  fp_util: 0.514
global_route:
  grt_max_degree: 73
placement:
  routabilityCongestion: 1.11
  place.detailed.hpwl_microns: 33500
  portBuffers: 104
  dp_slack_ps: -2060
  place_inst: 1906
sta:
  crit_endpoint: "result[31]$_DFFE_PN0P_/D"
  worstEpCategory: "sequential cell input"
clock_tree:
  clock_sink_count: 34
  htreeDepth: 2
  clockBufferDepth: 2
  cts_root_buf: "clkbuf_16"
  cts_made_buffers: 5
  hold_buffers: 0
## kinds of logic after synthesis
family,synth area share
XOR/XNOR,0.0570
flip-flops,0.0955
adder cells (fa/ha/maj),0.141
buffers and inverters,0.0777
multiplexers,0.147
AND/OR/NAND/NOR,0.173
AND-OR/OR-AND,0.308
## what timing repair did
action | CTS
gates cloned | 3
gates resized | 209
pin swaps | 124
setup buffers | 28
endpoints found under the setup margin | 32
## metrics by stage
step / area (sq um) / utilization
3_5_place_dp: 13200 / 0.762
3_3_place_gp: 13200 / 0.762
2_1_floorplan: 9340 / -
4_1_cts: 14400 / 0.827
